==> flow/constraint.sdc <==
current_design top

set clk_period 5.8
set clk_io_pct 0.2

create_clock -name clk0 -period $clk_period [get_ports {CLOCK_50}]

set non_clock_inputs [all_inputs -no_clocks]
set_input_delay [expr $clk_period * $clk_io_pct] -clock clk0 $non_clock_inputs
set_output_delay [expr $clk_period * $clk_io_pct] -clock clk0 [all_outputs]
==> flow/design.v <==
module edge_detector (
    input  logic clk,
    input  logic reset_n,
    input  logic signal_in,
    output logic rising_edge
);
    logic prev;
    always_ff @(posedge clk or negedge reset_n) begin
        if (!reset_n)
            prev <= 1'b0;
        else
            prev <= signal_in;
    end
    assign rising_edge = ~prev & signal_in;
endmodule
module hex_decoder (
    input  logic [3:0] bcd,    
    output logic [6:0] seg     
);
    always_comb begin
        case (bcd)
            4'd0: seg = 7'b1000000;
            4'd1: seg = 7'b1111001;
            4'd2: seg = 7'b0100100;
            4'd3: seg = 7'b0110000;
            4'd4: seg = 7'b0011001;
            4'd5: seg = 7'b0010010;
            4'd6: seg = 7'b0000010;
            4'd7: seg = 7'b1111000;
            4'd8: seg = 7'b0000000;
            4'd9: seg = 7'b0010000;
            default: seg = 7'b1111111;  
        endcase
    end
endmodule
module time_counter (
    input  logic clk,
    input  logic reset_n,
    input  logic tick,               
    output logic [5:0] sec,
    output logic [5:0] min,
    output logic [4:0] hour
);
    always_ff @(posedge clk or negedge reset_n) begin
        if (!reset_n) begin
            sec  <= 0;
            min  <= 0;
            hour <= 0;
        end else if (tick) begin
            if (sec == 59) begin
                sec <= 0;
                if (min == 59) begin
                    min <= 0;
                    if (hour == 23)
                        hour <= 0;
                    else
                        hour <= hour + 1;
                end else begin
                    min <= min + 1;
                end
            end else begin
                sec <= sec + 1;
            end
        end
    end
endmodule
module timer_1hz #(
    parameter int CLK_HZ = 50_000_000
)(
    input  logic clk,
    input  logic reset_n,
    input  logic enable,        
    output logic tick_1hz
);
    logic [$clog2(CLK_HZ)-1:0] counter;
    always_ff @(posedge clk or negedge reset_n) begin
        if (!reset_n) begin
            counter   <= 0;
            tick_1hz  <= 0;
        end else if (!enable) begin
            counter   <= 0;
            tick_1hz  <= 0;
        end else if (counter >= CLK_HZ - 1) begin
            counter   <= 0;
            tick_1hz  <= 1;
        end else begin
            counter   <= counter + 1;
            tick_1hz  <= 0;
        end
    end
endmodule
module top (
    input  logic CLOCK_50,
    input  logic [1:0] KEY,         
    output logic [6:0] HEX0, HEX1, HEX2, HEX3, HEX4, HEX5
);
    logic tick_1hz;
    logic [5:0] sec, min;
    logic [4:0] hour;
    logic enable, toggle;
    logic start_flank;
    edge_detector edge_start (
        .clk(CLOCK_50),
        .reset_n(KEY[1]),
        .signal_in(KEY[0]),
        .rising_edge(start_flank)
    );
    always_ff @(posedge CLOCK_50 or negedge KEY[1]) begin
        if (!KEY[1])
            toggle <= 0;
        else if (start_flank)
            toggle <= ~toggle;
    end
    assign enable = toggle;
    timer_1hz timer (
        .clk(CLOCK_50),
        .reset_n(KEY[1]),
        .enable(enable),
        .tick_1hz(tick_1hz)
    );
    time_counter clock_logic (
        .clk(CLOCK_50),
        .reset_n(KEY[1]),
        .tick(tick_1hz),
        .sec(sec),
        .min(min),
        .hour(hour)
    );
    hex_decoder hex0 (.bcd(sec % 10),  .seg(HEX0));
    hex_decoder hex1 (.bcd(sec / 10),  .seg(HEX1));
    hex_decoder hex2 (.bcd(min % 10),  .seg(HEX2));
    hex_decoder hex3 (.bcd(min / 10),  .seg(HEX3));
    hex_decoder hex4 (.bcd(hour % 10), .seg(HEX4));
    hex_decoder hex5 (.bcd(hour / 10), .seg(HEX5));
endmodule
==> flow/run.sh <==
#!/bin/bash
# OpenROAD 26Q1-2900-gdf79404cd8, Yosys 0.63+post, stock flow scripts
make -C /OpenROAD-flow-scripts/flow DESIGN_CONFIG=/design/flow/config.mk WORK_HOME=/design/flow/orfs finish
==> flow/config.mk <==
export PLATFORM = sky130hd
export DESIGN_NAME = top
export DESIGN_NICKNAME = top
export VERILOG_FILES = /design/flow/design.v
export SDC_FILE = /design/flow/constraint.sdc
export NUM_CORES = 4
export LEC_CHECK = 1
export CORE_UTILIZATION = 50
==> reports/qor.csv <==
metric;value;unit
vias post-DR;3672;
biggest fanout along the worst timing path;11;
clock latency at the later pin of the worst-skew pair;0.29;ns
Initial DRC Count;72;
number of enable flip-flop cells;0;
critical path launch point type;register;
chip area;8900;sq um
number of rows created at floorplan;33;
Post-CTS Setup Inserts;0;
cell type contributing the most total cell area after synthesis;sky130_fd_sc_hd__dfrtp_1;
cell total after placement;657;
CORE AREA;8220;sq um
cell-internal power;432;uW
portion of synthesized cell area occupied by the leading cell type;0.270;
cell area after synthesis;4260;sq um
CTS tree;done;
Hold Fails Final Rpt;0;
register clock-pin slew on the reported worst setup and hold paths;0.08;ns
most instantiated flip-flop cell in the synthesis netlist;sky130_fd_sc_hd__dfrtp_1;
share of power burned in the clock network;0.317;
area post-placement;4770;sq um
deepest clock path buffer count;2;
result of the run;finished clean;
Max-slew headroom;0.424;
top cells, area;sky130_fd_sc_hd__dfrtp_1, sky130_fd_sc_hd__ha_1, sky130_fd_sc_hd__nor2_1;
count of buffers inserted at the top-level ports;43;
register cell area after layout;1150;sq um
Unique masters post-synth;67;
PnR worst setup slack;0.424;ns
post-synthesis cell count;521;
part of the power in registers;0.581;
vertical extent of the die;94.4;um
accumulated negative setup slack;0;ns
setup repair after global routing missed its margin;no;
total length of routed wires;8.07;mm
placed wire-length estimate;5.89;mm
Tightest Hold Check Type;register to register;
post-synthesis area per instance;8.18;sq um
Synth Warn #;11;
worst IR drop on VDD;134;uV
Hold Path Origin;edge_start.prev;
proportion of power drawn by combinational gates;0.103;
worst hold slack;0.523;ns
total antenna diodes in the routed design;0;
slew at the pin closest to its max-slew limit;0.863;ns
post-detailed-route wirelength per cell;12.1;um
fraction of the cycle the final worst path needs;0.927;
overall global routing resource usage;0.197;
global-route wire length before repair;14.3;mm
total CTS buffers;5;
# setup viols final;0;
ranking of synthesized cells by instance count;sky130_fd_sc_hd__nor2_1, sky130_fd_sc_hd__ha_1, sky130_fd_sc_hd__dfrtp_1, sky130_fd_sc_hd__nand2_1, sky130_fd_sc_hd__inv_1;
number of non-filler instances in the completed layout;665;
clock tree root buffer cell;sky130_fd_sc_hd__clkbuf_8;
Worst R2R Start;clock_logic.sec[0];
TritonCTS sink count;46;
sum of overflow across all layers after global routing;0;
initial antenna violation count;0;
top-level I/O count;45;
number of slew-limit violations in the final report;0;
number of global-route vias before repair;3329;
detailed-routing iteration count for the pre-antenna-repair pass;5;
share of layout cells above drive strength 1;0.0429;
warning total across the stage logs;58;
flops & latches, synth;46;
hold bufs inserted after CTS;0;
Setup crit start;clock_logic.min[3];
Vias/cell;5.52;
required time of the worst setup path;4.64;ns
LEAKAGE;2.15;nW
chip area from the yosys synthesis statistics;4260;sq um
Setup CP Type;register to primary output;
post-synthesis async set-or-reset flop share;1.00;
total cells reported by yosys after synthesis;521;
worst clock skew;0.00644;ns
most frequently used cell type in the post-synthesis netlist;sky130_fd_sc_hd__nor2_1;
number of routed nets with antenna violations;0;
Seq/Total Area, Yosys;0.270;
type of destination of the critical path;primary output;
min Tclk post-route;5.38;ns
area growth from synthesis to final layout;13.9;%
final weighted congestion in routability-driven placement;0.833;
die extent in x;94.4;um
power density cells;122;nW/um^2
pin count of the biggest net entering global routing;47;
Gate Area;2900;sq um
post-route design area;4860;sq um
power dissipated by switching net loads;159;uW
worst endpoint data arrival time;4.22;ns
switching part of the total;0.269;
Floorplan Utilization;0.519;
number of H-tree levels;2;
max frequency;0.186;GHz
Place WS;0.706;ns
DRC Markers;0;
filler cell count in the final layout;735;
max-cap viol count;0;
[metrics by stage]
| step | util | power, mW |
|---|---|---|
| 6_report | 0.591 | 0.591 |
| 5_1_grt | 0.591 | 0.625 |
| 4_1_cts | 0.591 | 0.604 |
| 3_5_place_dp | 0.580 | 0.411 |
| 3_3_place_gp | 0.580 | 0.410 |
| 2_1_floorplan | - | 0.391 |
[worst paths after layout]
path / slack [ns] / cells past startpoint / endpoint
setup reg to reg: 3.10 / 9 / clock_logic.hour[2]
min in group asynchronous: 0.95 / 2 / clock_logic.min[5]
max in group asynchronous: 4.45 / 2 / timer.counter[9]
setup / recovery: 0.42 / 12 / HEX2[4]
hold / removal: 0.52 / 2 / toggle
hold reg to reg: 0.52 / 2 / toggle
[final cells by class]
| class | instances | area share |
|---|---|---|
| Sequential cell | 46 | 0.237 |
| Clock buffer | 6 | 0.0149 |
| Multi-Input combinational cell | 424 | 0.598 |
| Inverter | 36 | 0.0278 |
| Timing Repair Buffer | 46 | 0.0922 |
| Clock inverter | 2 | 0.00283 |
| Tap cell | 105 | 0.0271 |
[worst max-delay path, cell delays in order (launching register included)]
cell and delay (ns):
sky130_fd_sc_hd__dfrtp_1 0.49, sky130_fd_sc_hd__nor2_1 0.22, sky130_fd_sc_hd__inv_1 0.11, sky130_fd_sc_hd__ha_1 0.30, sky130_fd_sc_hd__nand2b_1 0.17, sky130_fd_sc_hd__o21ai_0 0.39, sky130_fd_sc_hd__nand3_1 0.16, sky130_fd_sc_hd__and2_1 0.21
sky130_fd_sc_hd__ha_1 0.21, sky130_fd_sc_hd__or4_4 0.53, sky130_fd_sc_hd__a41oi_4 0.40, sky130_fd_sc_hd__mux2_4 0.33, sky130_fd_sc_hd__clkdlybuf4s50_1 0.40
[metal layers]
metal | up-vias | wire length (um) | share of wire | track usage
met5 | - | 0 | 0 | 0
met4 | 0 | 34 | 0.0042 | 0.0179
met3 | 5 | 213 | 0.026 | 0.0229
met2 | 51 | 3670 | 0.45 | 0.330
met1 | 1706 | 4150 | 0.51 | 0.291
li1 | 1910 | - | - | -
[cell families (layout without fill, tap and decap cells)]
| group | Yosys count | in the layout | share of synthesized area |
|---|---|---|---|
| simple gates | 198 | 198 | 0.228 |
| compound gates | 127 | 127 | 0.203 |
| buf+inv | 51 | 90 | 0.0490 |
| fa+ha+maj | 48 | 48 | 0.140 |
| flops | 46 | 46 | 0.270 |
| xor+xnor | 35 | 35 | 0.0719 |
| mux | 15 | 15 | 0.0367 |
| other cells | 1 | 1 | 0.000879 |
[cell usage in the layout, fill, tap and decap left out, types with 8 or more instances in the layout]
master and count:
sky130_fd_sc_hd__clkdlybuf4s50_1 42, sky130_fd_sc_hd__nand3_1 18, sky130_fd_sc_hd__ha_1 47, sky130_fd_sc_hd__a21o_1 8, sky130_fd_sc_hd__mux2i_1 13, sky130_fd_sc_hd__inv_1 35, sky130_fd_sc_hd__dfrtp_1 46, sky130_fd_sc_hd__nor2_1 64
sky130_fd_sc_hd__nor3_1 12, sky130_fd_sc_hd__xor2_1 19, sky130_fd_sc_hd__xnor2_1 16, sky130_fd_sc_hd__and3_1 8, sky130_fd_sc_hd__a21oi_1 23, sky130_fd_sc_hd__nand2_1 46, sky130_fd_sc_hd__o21ai_0 33
[flip-flops by register name, indices dropped and copies added, names as in the netlist]
name / count
clock_logic.hour: 5
clock_logic.min: 6
clock_logic.sec: 6
edge_start.prev: 1
timer.counter: 26
timer.tick_1hz: 1
toggle: 1
[power by group through the flow]
stage / Sequential (mW) / Clock [mW] / Combinational, mW
CTS: 0.343 / 0.199 / 0.0623
global route: 0.345 / 0.210 / 0.0698
finish: 0.343 / 0.187 / 0.0605
[what timing repair did]
item                                   CTS  global route
setup endpoints to repair                0             5
endpoints found under the hold margin    0             0
resized                                  0             1
Power and IR drop assume default switching activity.
